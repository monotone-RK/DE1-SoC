[flow/config.mk]
export PLATFORM = sky130hd
export DESIGN_NAME = resetgen
export DESIGN_NICKNAME = resetgen
export VERILOG_FILES = /design/flow/design.v
export SDC_FILE = /design/flow/constraint.sdc
export NUM_CORES = 4
export LEC_CHECK = 1
export CORE_AREA = 10 10 70 70
export DIE_AREA = 0 0 80 80
[flow/constraint.sdc]
current_design resetgen

set clk_period 1.8
set clk_io_pct 0.2

create_clock -name clk0 -period $clk_period [get_ports {CLK}]

set non_clock_inputs [all_inputs -no_clocks]
set_input_delay [expr $clk_period * $clk_io_pct] -clock clk0 $non_clock_inputs
set_output_delay [expr $clk_period * $clk_io_pct] -clock clk0 [all_outputs]
[flow/design.v]
`default_nettype none
module clockgen( 
	        input wire refclk,
	        input wire rst,
	        output wire outclk_0,
	        output wire locked);
  altera_pll #(
	       .fractional_vco_multiplier("false"),
	       .reference_clock_frequency("50.0 MHz"),
	       .operation_mode("normal"),
	       .number_of_clocks(1),
	       .output_clock_frequency0("100.000000 MHz"),
	       .phase_shift0("0 ps"),
	       .duty_cycle0(50),
	       .output_clock_frequency1("0 MHz"),
	       .phase_shift1("0 ps"),
	       .duty_cycle1(50),
	       .output_clock_frequency2("0 MHz"),
	       .phase_shift2("0 ps"),
	       .duty_cycle2(50),
	       .output_clock_frequency3("0 MHz"),
	       .phase_shift3("0 ps"),
	       .duty_cycle3(50),
	       .output_clock_frequency4("0 MHz"),
	       .phase_shift4("0 ps"),
	       .duty_cycle4(50),
	       .output_clock_frequency5("0 MHz"),
	       .phase_shift5("0 ps"),
	       .duty_cycle5(50),
	       .output_clock_frequency6("0 MHz"),
	       .phase_shift6("0 ps"),
	       .duty_cycle6(50),
	       .output_clock_frequency7("0 MHz"),
	       .phase_shift7("0 ps"),
	       .duty_cycle7(50),
	       .output_clock_frequency8("0 MHz"),
	       .phase_shift8("0 ps"),
	       .duty_cycle8(50),
	       .output_clock_frequency9("0 MHz"),
	       .phase_shift9("0 ps"),
	       .duty_cycle9(50),
	       .output_clock_frequency10("0 MHz"),
	       .phase_shift10("0 ps"),
	       .duty_cycle10(50),
	       .output_clock_frequency11("0 MHz"),
	       .phase_shift11("0 ps"),
	       .duty_cycle11(50),
	       .output_clock_frequency12("0 MHz"),
	       .phase_shift12("0 ps"),
	       .duty_cycle12(50),
	       .output_clock_frequency13("0 MHz"),
	       .phase_shift13("0 ps"),
	       .duty_cycle13(50),
	       .output_clock_frequency14("0 MHz"),
	       .phase_shift14("0 ps"),
	       .duty_cycle14(50),
	       .output_clock_frequency15("0 MHz"),
	       .phase_shift15("0 ps"),
	       .duty_cycle15(50),
	       .output_clock_frequency16("0 MHz"),
	       .phase_shift16("0 ps"),
	       .duty_cycle16(50),
	       .output_clock_frequency17("0 MHz"),
	       .phase_shift17("0 ps"),
	       .duty_cycle17(50),
	       .pll_type("General"),
	       .pll_subtype("General")
	       ) 
  altera_pll_i (
		.rst	(rst),
		.outclk	({outclk_0}),
		.locked	(locked),
		.fboutclk	( ),
		.fbclk	(1'b0),
		.refclk	(refclk)
	        );
endmodule
module resetgen(input  wire CLK, 
                input  wire RST_X_I, 
                output wire RST_X_O);
  reg [7:0] cnt;
  assign RST_X_O = cnt[7];
  always @(posedge CLK) begin
    if      (!RST_X_I) cnt <= 0;
    else if (~RST_X_O) cnt <= (cnt + 1'b1);
  end
endmodule
module CLKRSTGEN(input  wire CLK_I, 
                 input  wire RST_X_I, 
                 output wire CLK_O, 
                 output wire RST_X_O);
  wire LOCKED;
  clockgen clkgen(.refclk(CLK_I),
                  .rst(~RST_X_I),
                  .outclk_0(CLK_O), 
                  .locked(LOCKED));
  resetgen rstgen(CLK_O, LOCKED, RST_X_O);
endmodule
`default_nettype wire
[flow/run.sh]
#!/bin/bash
# OpenROAD 26Q1-2900-gdf79404cd8, Yosys 0.63+post, stock flow scripts
make -C /OpenROAD-flow-scripts/flow DESIGN_CONFIG=/design/flow/config.mk WORK_HOME=/design/flow/orfs finish
==> impl_metrics.json <==
{
  "warning_count": 25,
  "cts_made_buffers": 3,
  "status": "finished clean",
  "adder_share_pct": 3.45,
  "avgRoutedWirePerCell_um": 6.95,
  "nFillCells": 395,
  "seq_area_frac_synth_pct": 44.1,
  "largest-register": "cnt",
  "yosys-stat-area_sq_um": 363,
  "routed_via_density": 3.19,
  "design_area_sq_um": 452,
  "seq_area_sq_um": 160,
  "die_height_um": 80,
  "finalCritPeriodShare_pct": 88.3,
  "reg2reg_from": "cnt[0]",
  "io_buffers": 2,
  "ys_sh_simple_pct": 26.2,
  "drc": 0,
  "critical-path-top-delay-family": "buffers and inverters",
  "initCoreUtil_pct": 10.6,
  "max-cap-violations": 0,
  "cts_sinks": 8,
  "synth_flops": 8,
  "dp.cells": 83,
  "crit_arrival_ns": 1.23,
  "synthCells": 36,
  "placed_area_sq_um": 429,
  "critPathRequiredTime_ns": 1.44,
  "worstPathCellList": "clkdlybuf4s50_1",
  "rows": 21,
  "slew_violations": 0,
  "logic_family": "simple AND/OR/NAND/NOR gates",
  "setup_viol": 0,
  "grt_max_degree": 9,
  "largest_reg_flops": 8,
  "rsz0062_at_grt": "false",
  "antenna_found_initial": 0,
  "yosys_warnings": 1,
  "vdd_ir_drop_max_mv": 0.275,
  "worst_setup_path_start_kind": "flop",
  "fin_worst_skew_ns": 0.00262,
  "ys_sh_mux_pct": 2.76,
  "slowest_delay_ns": 0.52,
  "grt_pass1_vias": 237,
  "avgSynthCellArea_sq_um": 10.1,
  "insertedDiodeCount": 0,
  "reg_top3": "cnt (8)",
  "drt-total-wl_um": 598,
  "via_count": 274,
  "grt_pass1_wl_um": 993,
  "ys_types": 19,
  "drtPass1Iterations": 3,
  "gp_congestion": 0.690,
  "fmax_mhz": 629,
  "die_w_um": 80,
  "io_pins": 3,
  "areaGrowthSynthToFinish_pct": 24.5,
  "stdcell_count": 86,
  "finalSetupTns_ns": 0,
  "dieArea_sq_mm": 0.00640,
  "period_minus_slack_ns": 1.59,
  "drive_above_1_share_pct": 10.0,
  "core_region_area_sq_mm": 0.00342,
  "comb_area_sq_um": 191,
  "finalHoldViolations": 0,
  "xor_share_pct": 7.24,
  "overflow": 0,
  "post_cts_resize_count": 0,
  "cp_max_fo": 8,
  "cts_root_buffer": "clkbuf_4",
  "p_per_area_mw_per_mm2": 760,
  "cts_htree_levels": 1,
  "worstMarginPinSlew_ns": 0.262,
  "ant_nets": 0,
  "worstHoldStart": "cnt[5]",
  "grt_usage_pct": 1.91,
  "cts_tree": "built",
  "synth_area_sq_um": 363,
  "yosys_cells": 36,
  "cts_setup_buffers": 0,
  "aoi_share_pct": 13.1,
  "maxSlewHeadroom_pct": 82.5,
  "critPathKind": "flop to output port",
  "hold_buffers": 0,
  "clk_latency_ns": 0.25,
  "cts.path.max_buffers": 2,
  "p_leak_uw": 0.000130,
  "cts.clk_slew.worst_paths_ns": 0.05,
  "cp-end-kind": "output port",
  "slowest_stage": "clkdlybuf4s50_1",
  "cp-startpoint": "cnt[7]",
  "drt-initial-drc-count": 3,
  "critPathBufInv": 1,
  "hold_class": "flop to flop"
}
-- power by group --
part,internal (uW),switching (uW),total [uW]
Sequential,183,7.37,191
Combinational,12.0,9.14,21.2
Clock,75.9,55.3,131
-- per-stage QoR --
step	utilization [%]	power (uW)	hold slack, ns	setup slack (ns)
after global placement	12.6	214	0.476	0.488
after floorplan	-	208	0.453	0.629
after CTS	13.2	351	0.497	0.187
after global routing	13.2	359	0.511	0.159
after detailed placement	12.6	215	0.486	0.464
final	13.2	343	0.491	0.210
-- cell type report --
type | count | area share, %
well taps | 46 | 12.7
repair buffers | 2 | 4.43
multi-input cells | 27 | 42.4
clock buffers | 3 | 4.99
flip-flops and latches | 8 | 35.5
-- synthesized netlist by cell type --
cell,count,area (sq um)
dfxtp_1,8,160
a21boi_1,3,22.5
and2_1,3,18.8
xnor2_1,3,26.3
nand2_1,2,7.51
nand3_1,2,10.0
o21ai_0,2,10.0
or3_1,2,12.5
buf_6,1,11.3
ha_1,1,12.5
mux2i_1,1,10.0
nand2b_4,1,13.8
nand4_1,1,6.26
nand4b_1,1,8.76
nor2_1,1,3.75
nor2b_1,1,6.26
o21a_1,1,7.51
o31ai_1,1,7.51
or4_1,1,7.51
-- placed cells by master (no fill, tap or decap) --
master / instances
nor2b_1: 1
or3_1: 2
dfxtp_1: 8
nand2_1: 2
nand3_1: 2
o31ai_1: 1
nand2b_4: 1
clkdlybuf4s50_1: 2
and2_1: 3
mux2i_1: 1
clkbuf_4: 3
o21a_1: 1
xnor2_1: 3
ha_1: 1
nand4_1: 1
o21ai_0: 2
or4_1: 1
nor2_1: 1
nand4b_1: 1
a21boi_1: 3
-- worst reg2reg max path: stages (launching register included) --
cell      delay [ns]
dfxtp_1         0.40
ha_1            0.22
nand2b_4        0.08
or3_1           0.35
a21boi_1        0.14
-- metal layers --
layer	routed length, um	track usage [%]	vias up
li1	-	-	139
met1	302	2.56	127
met2	227	2.33	4
met3	38	1.14	4
met4	28	0.880	0
met5	0	0	-
-- worst paths after layout --
path                            slack (ns)  cells after the start       to
worst max-delay path                  0.21                      1  RST_X_O
worst min-delay path                  0.49                      2   cnt[5]
worst max register to register        0.55                      4   cnt[4]
worst min register to register        0.49                      2   cnt[5]
-- cells by family (layout without fill, tap and decap cells) --
family	Yosys count	in the layout
xor+xnor	3	3
flops	8	8
mux	1	1
simple gates	15	15
compound gates	7	7
fa+ha+maj	1	1
buf+inv	1	5
Power figures rest on the tool's default switching activity, not on a simulated workload.
